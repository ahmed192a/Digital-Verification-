[flow/design.v]
module counter(
    output reg [3:0] count_reg,       
    input clk,                       
    input reset,                     
    input Init,                      
    input [3:0] load,                
    input [1:0] control              
    );
  always @(posedge clk) begin
    if (reset) begin
      count_reg = 0;                             
    end else begin
        if (Init) begin
            count_reg = load;                     
        end 
        else begin
            case(control)                          
            2'b00: count_reg = count_reg + 1;      
            2'b01: count_reg = count_reg + 2;      
            2'b10: count_reg = count_reg - 1;      
            2'b11: count_reg = count_reg - 2;      
            endcase
        end
    end
  end
endmodule
module Game_State#(
    parameter COUNTER_SIZE = 4           
    )(
    output reg [1:0] who,                
    output reg los,                      
    output reg win,                      
    output reg gameover,                 
    input clk,                           
    input reset,                         
    input [1:0] control,                 
    input INIT,                          
    input [COUNTER_SIZE-1:0] i_value     
    );
    wire start_over = reset | gameover;  
    reg [COUNTER_SIZE-1:0] count_reg;    
    reg [3:0]wins, losses;               
    counter c1(.clk(clk), .reset(start_over), .Init(INIT), .load(i_value), .control(control), .count_reg(count_reg));
    always@(posedge clk) begin
        if (start_over) begin       
            who = 0;                     
            los = 0;                     
            win = 0;                     
            gameover <= 0;               
            wins = 0;                    
            losses = 0;                  
        end 
        else if(INIT) begin
            who = 0;                     
            los = 0;                     
            win = 0;                     
            wins = 0;                    
            losses = 0;                  
            gameover <= 0;               
        end
        else begin
            if (count_reg == 15) begin
                win = 1;                 
                los = 0;                 
                wins = wins + 1;         
            end else if(count_reg == 0) begin
                win = 0;                 
                los = 1;                 
                losses = losses + 1;     
            end
            else begin
                win = 0;                 
                los = 0;                 
            end
            if (losses == 15) begin
                who = 1;                 
                gameover <= 1;           
            end
            if (wins == 15) begin
                who = 2;                 
                gameover <= 1;           
            end
        end
    end
endmodule
[flow/run.sh]
#!/bin/bash
# OpenROAD 26Q1-2900-gdf79404cd8, Yosys 0.63+post, stock flow scripts
make -C /OpenROAD-flow-scripts/flow DESIGN_CONFIG=/design/flow/config.mk WORK_HOME=/design/flow/orfs finish
[flow/config.mk]
export PLATFORM = sky130hd
export DESIGN_NAME = Game_State
export DESIGN_NICKNAME = Game_State
export VERILOG_FILES = /design/flow/design.v
export SDC_FILE = /design/flow/constraint.sdc
export NUM_CORES = 4
export LEC_CHECK = 1
export CORE_AREA = 10 10 86 86
export DIE_AREA = 0 0 96 96
[flow/constraint.sdc]
current_design Game_State

set clk_period 2.8
set clk_io_pct 0.2

create_clock -name clk0 -period $clk_period [get_ports {clk}]

set non_clock_inputs [all_inputs -no_clocks]
set_input_delay [expr $clk_period * $clk_io_pct] -clock clk0 $non_clock_inputs
set_output_delay [expr $clk_period * $clk_io_pct] -clock clk0 [all_outputs]
==> run summary <==
Status: complete, no violations
GRT overflow: 0
Unrepaired setup endpoints after global routing: no
DR iter-0 viols: 49
Avg Inst Size Synth: 9.15 um^2
HP Class: flop to flop
Pin count of the biggest net entering global routing: 14
Ant diodes: 0
Share of post-route cells with drive strength above 1: 10.3%
Buffers & Inverters on Critical Path: 1
Fin crit share: 79.1%
Die Wd: 96 um
Htree depth: 1
FILL cells: 598
Vias: 745
I/O pin cnt: 14
Post-synthesis cell count: 102
Final setup fails: 0
Initial Util: 16.8%
TritonCTS Sinks: 17
YS warnings: 2
Dominant logic cell type in the layout: dfxtp_1
Setup slack at placement: 0.330 ns
Hpwl dp: 1410 um
Unique masters post-synth: 41
Number of global-route vias before repair: 739
Clk latency late pin: 0.25 ns
Max incr delay on CP: 0.54 ns
Worst Path Max Fanout: 6
PD cells: 437 mW/mm^2
Post-synth EDFFs: 0
CTS root buffer: clkbuf_8
Post-layout worst setup margin: 0.584 ns
Chip area: 0.00922 mm^2
Register share after synthesis: 36.5%
# hold bufs at CTS: 0
Hold depth: 2
R2r startpoint: c1.count_reg[1]$_SDFF_PP0_
Worst r2r dst: c1.count_reg[2]$_SDFF_PP0_
Final antenna-violating net count: 0
Residual DRC: 0
Reg2Reg Depth: 7
Worst vdd ir: 0.126 mV
Register clock-pin slew on the reported worst setup and hold paths: 0.06 ns
Synth async-reset ratio: 0%
Transition time of the tightest slew-check pin: 0.445 ns
Post-layout min period: 2.22 ns
Setup TNS: 0 ns
Vias/cell: 3.96
Skew final: 0.00213 ns
Die Y: 96 um
Headroom to the max-slew limit: 70.3%
OpenROAD warnings: 25
Worst setup EP type: flop
Global placement routability congestion: 0.746
TritonRoute pass-1 iters: 3
Post-CTS Setup Repair Bufs: 0
CP Data Required Time: 2.94 ns
Maximum clock insertion buffer count: 2
Final Slew Violations: 0
Leakage Power: 0.401 nW
Crit path kind: input pin to flop
Post-Route WL: 1870 um
Crit-path slowest cell: clkdlybuf4s50_1
Gr usage total: 4.49%
Layout area overhead: 26.3%
Worst hold start: who[0]$_SDFFE_PP0N_
Global-route wire length before repair: 3350 um
Post-CTS Resized: 0
Critical-path cell list: clkdlybuf4s50_1, nor2b_1, xnor2_1, ha_1, nor3b_1, or4_1, a31oi_1, nor2_1
Area post-placement: 0.00113 mm^2
Yosys stat cell total: 102
PortBufs: 13
Wirelength per Cell: 9.97 um
CTS tree: done
Core footprint: 0.00554 mm^2
R2R setup slack: 0.86 ns
Worst path arrival time: 2.36 ns
Chip Area, Yosys: 933 um^2
Synthesized area: 933 um^2
Number of core rows: 27
Final hold viol count: 0
Dominant flop cell: dfxtp_1
Maximum clock frequency: 451 MHz
Seq cells post-synth: 17
CTS buffer count: 3
Worst Hold End: who[0]$_SDFFE_PP0N_
Largest delay share family, worst path: simple AND/OR/NAND/NOR gates
Most instantiated logic cells after routing: dfxtp_1, nor2_1, clkdlybuf4s50_1
Final Total Pwr: 0.000515 W
Max cap viols: 0
Final instance area: 0.00118 mm^2
Initial antenna violation count: 0
CP startpoint kind: input pin
cells by family (layout without fill, tap and decap cells):
family                   count (synthesis)  count (layout)  share of synthesized area (%)
AND/OR/NAND/NOR                         42              42                           29.0
multiplexers                             2               2                           2.14
AND-OR/OR-AND                           20              20                           14.3
buffers and inverters                   10              24                           5.36
adder cells (fa/ha/maj)                  4               4                           6.17
XOR/XNOR                                 7               7                           6.57
flip-flops                              17              17                           36.5
per-stage QoR:
| step | std cells | util [%] | hold slack [ns] |
|---|---|---|---|
| floorplan | 102 | - | 0.419 |
| CTS | 188 | 21.3 | 0.468 |
| finish | 188 | 21.3 | 0.465 |
| global route | 188 | 21.3 | 0.504 |
| detailed placement | 184 | 20.5 | 0.454 |
| global placement | 184 | 20.5 | 0.454 |
worst min-delay path, cell delays in order, from the launching register on:
cell and delay, ns:
dfxtp_1 0.31, inv_1 0.05, a211oi_1 0.05
worst max-delay path by stage:
stage,start,endpoint,cells past startpoint
CTS,control[1],c1.count_reg[2]$_SDFF_PP0_,8
global route,control[1],c1.count_reg[2]$_SDFF_PP0_,8
finish,control[1],c1.count_reg[2]$_SDFF_PP0_,8
synthesized netlist by cell type, types with 2 or more instances:
cell      number  area share [%]
or4_1          2             1.6
nor3_1         4             2.1
nand3_1        3             1.6
nand2_1        3             1.2
o21ai_0        4             2.1
a31oi_1        2             1.3
a211oi_1       2             1.6
ha_1           3             4.0
inv_1          6             2.4
a21oi_1        5             2.7
mux2i_1        2             2.1
nor2b_1        4             2.7
nor2_1        13             5.2
xnor2_1        3             2.8
xor2_1         4             3.8
dfxtp_1       17              36
metal layers:
metal	vias up	share of wire, %	track usage, %
met5	-	0	0
met4	0	0	0.491
met3	0	7.2	1.81
met2	9	42	6.89
met1	342	51	6.01
li1	394	-	-
power breakdown:
| group | internal (W) | total, W | leakage [nW] | switching, W |
|---|---|---|---|---|
| registers | 0.000249 | 0.000266 | 0.138 | 0.0000170 |
| clock network | 0.000101 | 0.000180 | 0.0228 | 0.0000793 |
| logic | 0.0000381 | 0.0000690 | 0.240 | 0.0000309 |
final cells by class:
cell class | instances | area, um^2 | area share [%]
Sequential cell | 17 | 340 | 28.9
Multi-Input combinational cell | 75 | 543 | 46.1
Tap cell | 72 | 90.1 | 7.64
Clock buffer | 4 | 45.0 | 3.82
Inverter | 6 | 22.5 | 1.91
Timing Repair Buffer | 14 | 138 | 11.7
No activity file was given, so power comes from the tool's default toggle rates.
